**/design/flow/design.v**
```verilog
module MEM (
    input wire clk, 
    input wire reset, 
    input wire excp_flush,
    input wire ertn_flush,
    input wire stall,
    input wire [327-1:0] mem_ctrl_bus,
    output wire [361-1:0] wb_ctrl_bus,
    input wire [47-1:0] mem_csr_bus,
    output wire [47-1:0] wb_csr_bus,
    input wire [11-1:0]ex_excp_bus,
    output wire [18-1:0]mem_excp_bus,
    output wire is_tlbhazard,
    output wire inst_cacop_en,
    output wire data_cacop_en,
    output wire [1:0]cacop_mod,
    input wire cacop_finish,
    input wire [31:0]paddr,
    output wire [31:0]addr, 
    output wire en, 
    output wire [3:0]wmask,
    input wire [31:0]rdata,
    output wire [31:0]wdata,
    output wire we, 
    input wire rdata_valid,
    input wire write_finish,
    output wire mem_load,
    output wire mem_store,
    output wire mem_halfword,
    output wire mem_word,
    input wire excp_i,
    input wire [6:0]excp_num_i,
    output wire data_tlbserch_en,
    input wire [4:0]data_tlbindex,
    input wire data_tlbfound,
    input wire serch_finish,
    input wire llbit_in,
    output wire [38-1:0]mem_bypass,
    output wire [47-1:0]mem_csr_bypass,
    input wire left_valid, 
    output wire left_ready, 
    output wire right_valid, 
    input wire right_ready, 
    output wire is_fire,
    input wire fire
);
reg [18-1:0]excp_temp;
reg valid;
wire logic_valid;
reg [361-1:0] bus_temp; 
reg [47-1:0] csr_bus_temp;
wire [31:0]mem_result;
wire [13:0]alu_op;
wire inst_valid;
wire [31:0]Imm;
wire [31:0]PC;
wire [31:0]Inst;
wire [4:0]wreg_index;
wire wreg_en;
wire [31:0]src1;
wire [31:0]src2;
wire [31:0]alu_result;
wire [5:0] op_mem;
wire is_break;
wire is_llbit;
wire timer_inst;
wire [63:0]timer64;
wire llbit_out;
wire llbit_set_en;
wire is_cacop;
wire [4:0]tlb_op;
wire tlbinv_en;
wire [4:0]tlbinv_op;
wire [9:0]tlbinv_asid;
wire [18:0]tlbinv_vpn;
wire [31:0] byte_temp;
wire [31:0] half_temp;
wire [31:0] byte_load;
wire [31:0]half_load;
wire [3:0] byte_wmask;
wire [3:0] half_wmask;
wire [7:0]inst_st_en;
wire [31:0]inst_st_vaddr;
wire [31:0]inst_st_paddr;
wire [31:0]inst_st_data;
wire [7:0]inst_ld_en;
assign inst_st_en = {4'b0,(op_mem[2] & is_llbit & llbit_in),op_mem[2] & op_mem[3],op_mem[2] & op_mem[4],op_mem[2] & op_mem[5]} ;
assign inst_st_vaddr = addr;
assign inst_st_paddr = paddr;
assign inst_st_data = {{8{wmask[3]}},{8{wmask[2]}},{8{wmask[1]}},{8{wmask[0]}}} & wdata;
assign inst_ld_en = {2'b0,op_mem[0] & !op_mem[2] & is_llbit, op_mem[0] & !op_mem[2] & op_mem[3] & !is_llbit,op_mem[0] & !op_mem[2] & op_mem[4] & op_mem[1],
op_mem[0] & !op_mem[2] & op_mem[4] & !op_mem[1],op_mem[0] & !op_mem[2] & op_mem[5] & op_mem[1],op_mem[0] & !op_mem[2] & op_mem[5] & !op_mem[1]};
assign {
    is_llbit, 
    is_cacop, 
    tlb_op, 
    tlbinv_en, 
    tlbinv_op, 
    tlbinv_asid, 
    tlbinv_vpn, 
    timer_inst, 
    timer64, 
    is_break, 
    op_mem, 
    alu_op, 
    inst_valid, 
    Imm, 
    PC, 
    Inst, 
    wreg_index, 
    wreg_en, 
    src2, 
    src1, 
    alu_result 
}=mem_ctrl_bus;
assign is_tlbhazard = (tlb_op[4] | tlb_op[2]) & left_valid;
assign byte_temp = (
    ({32{~alu_result[1] & ~alu_result[0]}} & {24'h0,src2[7:0]}) |
    ({32{~alu_result[1] &  alu_result[0]}} & {16'h0,src2[7:0],8'h0}) |
    ({32{ alu_result[1] & ~alu_result[0]}} & {8'h0,src2[7:0],16'h0}) |
    ({32{ alu_result[1] &  alu_result[0]}} & {src2[7:0],24'h0}) 
);
assign byte_wmask = (
    ({4{~alu_result[1] & ~alu_result[0]}} & 4'b0001) |
    ({4{~alu_result[1] &  alu_result[0]}} & 4'b0010) |
    ({4{ alu_result[1] & ~alu_result[0]}} & 4'b0100) |
    ({4{ alu_result[1] &  alu_result[0]}} & 4'b1000) 
);
assign half_temp = (
    ({32{~alu_result[1]}} & {16'h0,src2[15:0]}) |
    ({32{ alu_result[1]}} & {src2[15:0],16'h0}) 
);
assign half_wmask = (
    ({4{~alu_result[1]}} & 4'b0011) |
    ({4{ alu_result[1]}} & 4'b1100) 
);
assign byte_load = (
    ({32{~alu_result[1] & ~alu_result[0]}} & (({24'h0,rdata[7:0]}   & {32{op_mem[1]}}) | ({{24{rdata[7]}},rdata[7:0]}    & {32{~op_mem[1]}}))) | 
    ({32{~alu_result[1] &  alu_result[0]}} & (({24'h0,rdata[15:8]}  & {32{op_mem[1]}}) | ({{24{rdata[15]}},rdata[15:8]}  & {32{~op_mem[1]}}))) | 
    ({32{ alu_result[1] & ~alu_result[0]}} & (({24'h0,rdata[23:16]} & {32{op_mem[1]}}) | ({{24{rdata[23]}},rdata[23:16]} & {32{~op_mem[1]}}))) |
    ({32{ alu_result[1] &  alu_result[0]}} & (({24'h0,rdata[31:24]} & {32{op_mem[1]}}) | ({{24{rdata[31]}},rdata[31:24]} & {32{~op_mem[1]}})))
);
assign half_load = (
    ({32{~alu_result[1]}} & (({16'h0,rdata[15:0]}   & {32{op_mem[1]}}) | ({{16{rdata[15]}},rdata[15:0]}    & {32{~op_mem[1]}}))) |
    ({32{alu_result[1]}} & (({16'h0,rdata[31:16]}   & {32{op_mem[1]}}) | ({{16{rdata[31]}},rdata[31:16]}    & {32{~op_mem[1]}})))
);
assign mem_load = op_mem[0] & !op_mem[2];
assign mem_store = op_mem[0] & op_mem[2];
assign mem_halfword = op_mem[0] & op_mem[4];
assign mem_word = op_mem[0] & op_mem[3];
assign llbit_out = op_mem[0] & !op_mem[2] & is_llbit;
assign llbit_set_en = op_mem[0] & !op_mem[2] & is_llbit & left_valid & !excp_flush & !stall;
assign en = ((op_mem[0]) | ((inst_cacop_en | data_cacop_en) & !cacop_finish)) & left_valid & !excp_flush & !stall & !(op_mem[0] & op_mem[2] & is_llbit & !llbit_in) & !ex_excp_bus[0];
assign we = op_mem[2] & !is_llbit | op_mem[2] & is_llbit & llbit_in;
assign addr = alu_result;
assign wdata = op_mem[3] ? src2:
               op_mem[5] ? byte_temp:half_temp;
assign wmask = op_mem[3] ? 4'b1111:
               op_mem[5] ? byte_wmask:half_wmask;
assign mem_result=(op_mem[0] & op_mem[2] & is_llbit)? {31'h0,llbit_in}:
                  (op_mem[0] & !op_mem[2])? 
                  (op_mem[3])? rdata:
                  (op_mem[5])? byte_load:half_load
                  :alu_result;
assign inst_cacop_en = is_cacop & (wreg_index[2:0] == 3'd0) & left_valid & !stall;
assign data_cacop_en = is_cacop & (wreg_index[2:0] == 3'd1) & left_valid & !stall;
assign cacop_mod = wreg_index[4:3];
wire valid_temp;
assign valid_temp = (fire? 1'b0:valid) | logic_valid & right_ready;
always @(posedge clk) begin
    if(reset == 1'b1 || excp_flush  || ertn_flush) begin
        valid <= 1'b0; 
    end
    else begin 
        valid <= valid_temp;
    end
end
always @(posedge clk) begin
    if(reset == 1'b1) begin 
        bus_temp <= 361'h0;
        csr_bus_temp <= 47'h0;
        excp_temp <= 18'h0;
    end
    else begin 
        if(logic_valid & right_ready) begin 
            bus_temp <= {
                    llbit_out, 
                    llbit_set_en, 
                    inst_ld_en, 
                    inst_st_en, 
                    inst_st_vaddr, 
                    inst_st_paddr, 
                    inst_st_data, 
                    data_tlbindex, 
                    data_tlbfound, 
                    tlb_op, 
                    tlbinv_en, 
                    tlbinv_op, 
                    tlbinv_asid, 
                    tlbinv_vpn, 
                    timer_inst, 
                    timer64, 
                    alu_result,  
                    is_break, 
                    (left_valid & inst_valid ), 
                    wreg_index, 
                    wreg_en & !excp_i & !ex_excp_bus[0], 
                    Inst, 
                    PC, 
                    mem_result 
                    };
            csr_bus_temp <= mem_csr_bus;
            excp_temp <= {ex_excp_bus[11-1],excp_num_i,ex_excp_bus[11-2:1],ex_excp_bus[0] | excp_i};
        end
    end
end
assign data_tlbserch_en = tlb_op[4] & left_valid;
assign right_valid=valid;
assign logic_valid = (en && (we && !write_finish || !we && !rdata_valid) & !excp_i & !ex_excp_bus[0]) | !left_valid | (data_tlbserch_en & ! serch_finish) | 
                        ((inst_cacop_en | data_cacop_en) & !cacop_finish & left_valid)? 1'b0:1'b1; 
assign left_ready= (en && (we && !write_finish || !we && !rdata_valid) & !excp_i & !ex_excp_bus[0]) | (data_tlbserch_en & ! serch_finish) |
                        ((inst_cacop_en | data_cacop_en) & !cacop_finish & left_valid) ? 1'b0:1'b1;
assign wb_ctrl_bus=bus_temp;
assign wb_csr_bus = csr_bus_temp;
assign mem_excp_bus = excp_temp;
assign mem_csr_bypass = {mem_csr_bus[46] & left_valid,mem_csr_bus[45:0]};
assign mem_bypass = {mem_result,wreg_index,wreg_en & logic_valid & !excp_i & !ex_excp_bus[0]};
assign is_fire = logic_valid & right_ready;
endmodule  
```
**/design/flow/run.sh**
```bash
#!/bin/bash
# OpenROAD 26Q1-2900-gdf79404cd8, Yosys 0.63+post, stock flow scripts
make -C /OpenROAD-flow-scripts/flow DESIGN_CONFIG=/design/flow/config.mk WORK_HOME=/design/flow/orfs finish
```
**/design/flow/config.mk**
```make
export PLATFORM = sky130hd
export DESIGN_NAME = MEM
export DESIGN_NICKNAME = MEM
export VERILOG_FILES = /design/flow/design.v
export SDC_FILE = /design/flow/constraint.sdc
export NUM_CORES = 4
export LEC_CHECK = 1
export CORE_AREA = 10 10 412 412
export DIE_AREA = 0 0 422 422
```
**/design/flow/constraint.sdc**
```tcl
current_design MEM

set clk_period 58.2
set clk_io_pct 0.2

create_clock -name clk0 -period $clk_period [get_ports {clk}]

set non_clock_inputs [all_inputs -no_clocks]
set_input_delay [expr $clk_period * $clk_io_pct] -clock clk0 $non_clock_inputs
set_output_delay [expr $clk_period * $clk_io_pct] -clock clk0 [all_outputs]
```
==> flow_summary.json <==
{
  "worstPathRequired_ns": 46.56,
  "syn_inst": 2169,
  "clk_pin_slew_ns": 0.05,
  "synth_cell_type_count": 56,
  "cts_setup_buffers": 0,
  "dp_hpwl_um": 112700,
  "crit_chain": "clkdlybuf4s50_1 -> buf_4 -> mux2_2 -> nand3_1 -> a21oi_1 -> a211o_1 -> clkdlybuf4s50_1",
  "num-fill-cells": 17710,
  "whs_ns": 0.4658,
  "clock_path_buffers": 3,
  "startpoint_type": "input port",
  "drtAntennaViolNets": 0,
  "clock-root-buffer": "clkbuf_16",
  "ys_warn_count": 1,
  "routed_wl_um": 141000,
  "hold_buffers": 0,
  "ios": 1070,
  "drive_gt1_share_pct": 5.461,
  "dp_cells": 5012,
  "drt_iter0_markers": 1566,
  "core_area_um2": 160600,
  "ff_type": "dfxtp_1",
  "dr_total_vias": 20150,
  "p_leak_nw": 10.04,
  "viasPerCell": 3.938,
  "synth.avg_cell_area_um2": 8.010,
  "grt_antenna_before_repair": 50,
  "cts_sinks": 388,
  "warning_count": 106,
  "yosys.area.top_type_share_pct": 44.71,
  "fin_setup_tns_ns": 0,
  "cts_resized": 0,
  "fin_crit_sh_pct": 45.77,
  "fp-utilization_pct": 10.82,
  "max_stage_delay_ns": 0.92,
  "slew_headroom_pct": 39.47,
  "ys_seq_share_pct": 44.71,
  "cp_slowest_cell": "clkdlybuf4s50_1",
  "setup_viol": 0,
  "hold_viol_final": 0,
  "row_count": 147,
  "power.density_nw_per_um2": 25.22,
  "synth_flops": 388,
  "syn2layout_area_growth_pct": 73.99,
  "async_flop_share_pct": 0,
  "syn_area_um2": 17370,
  "routabilityCongestion": 0.8965,
  "htreeDepth": 2,
  "hold_class": "flop to flop",
  "grt_usage_pct": 15.25,
  "status": "finished clean",
  "fin_cells": 5115,
  "maxCapViolCount": 0,
  "slew_viol_final": 0,
  "drc_errors": 0,
  "ir_worst_vdd_v": 0.00002372,
  "fmax_mhz": 37.54,
  "period_needed_ns": 26.64,
  "cts_tree": "done",
  "gr-total-overflow": 0,
  "synth-edff-count": 0,
  "ys_cells": 2169,
  "clock_skew_ns": 0,
  "comb_area_um2": 7604,
  "grt_pass1_wl_um": 184900,
  "crit_top_cell": "clkdlybuf4s50_1",
  "cp_top_family": "buffers and inverters",
  "rsz0062_at_grt": "false",
  "regArea_um2": 7767,
  "yosys.area.top_type": "dfxtp_1",
  "cp_max_fo": 22,
  "end_kind": "primary output",
  "worst-path-buf-inv": 3,
  "fp.dieW_um": 422,
  "cts_buffers": 54,
  "wl_per_cell_um": 27.56,
  "die_h_um": 422,
  "ys_chip_area_um2": 17370,
  "die-area_um2": 178100,
  "firstDrtPassIters": 5,
  "grt_start_max_net_pins": 129,
  "synthTopCellsByArea": "dfxtp_1, a21oi_1, nand3_1",
  "crit_type": "input port to primary output",
  "clock.latency.late_pin_ns": 0.65,
  "portBuffers": 985,
  "grt_pass1_vias": 19400,
  "critical_path_arrival_ns": 15.00,
  "worst_pin_slew_ns": 0.9080
}
## synthesized netlist by cell type (8+ instances only)
cell type	n
buf_4	124
o311a_1	23
nand2b_1	21
nor3_1	53
nor2b_1	21
buf_1	36
a21o_1	24
dfxtp_1	388
o21ai_1	101
a21oi_1	408
a211o_1	14
clkbuf_1	117
inv_1	10
nor2_1	14
nand3_1	327
o21ai_0	256
buf_2	78
a22o_1	9
buf_6	11
nand2_1	43
a32o_1	8
## flip-flops by register name, indices dropped and copies added, names as in the netlist
name / cells
bus_temp: 322
csr_bus_temp: 47
excp_temp: 18
valid: 1
## cells in the final DEF, fill, tap and decap left out, drive strengths merged, types with 6 or more instances in the layout
| cell type | count |
|---|---|
| a211oi | 6 |
| nor2b | 21 |
| clkinv | 15 |
| a32oi | 6 |
| nand4 | 7 |
| mux2 | 6 |
| nand2b | 21 |
| a21o | 24 |
| inv | 13 |
| o22ai | 6 |
| diode | 7 |
| dfxtp | 388 |
| buf | 61 |
| a32o | 8 |
| a21oi | 408 |
| a22o | 9 |
| nor3 | 54 |
| nor2 | 14 |
| nand2 | 43 |
| a211o | 14 |
| nand3 | 327 |
| conb | 6 |
| clkdlybuf4s50 | 983 |
| o21ai | 357 |
| clkbuf | 75 |
| o311a | 23 |
## cell type report
cell class / count / area share (%)
clock buffer: 75 / 5.099
antenna: 7 / 0.05795
sequential: 388 / 25.70
tap: 2160 / 8.940
timing repair buffer: 1044 / 34.12
multi-input combinational: 1407 / 25.15
clock inverter: 21 / 0.7699
inverter: 13 / 0.1614
## power breakdown
part / leakage (nW) / switching (mW) / internal (mW)
clock network: 0.865 / 0.142 / 0.198
registers: 3.16 / 0.00635 / 0.278
logic: 6.01 / 0.0664 / 0.0723
## worst register-to-register path, delay by kind of cell, from the launching register on
kind | cells | cell delay, ns
DFF | 1 | 0.51
AOI/OAI and AO/OA | 2 | 0.29
## cell families (layout without fill, tap and decap cells)
logic type	after synthesis	after routing	synth area share, %
buffers and inverters	379	1153	11.90
AOI/OAI and AO/OA	884	884	27.95
DFF	388	388	44.71
muxes	8	8	0.5041
and+or+nand+nor	509	509	14.91
other	1	13	0.02158
## worst paths after layout
path | from | to | slack (ns) | cells past startpoint
max | mem_ctrl_bus[1] | mem_bypass[37] | 31.56 | 7
min | bus_temp[0] | bus_temp[0] | 0.47 | 2
max reg2reg | bus_temp[356] | bus_temp[356] | 57.32 | 2
min reg2reg | bus_temp[0] | bus_temp[0] | 0.47 | 2
## stage by stage
stage          power [mW]  utilization, %  instance area [µm²]  worst slack [ns]
6_report           0.7623           18.83                30230             31.56
5_1_grt            0.7957           18.82                30220             31.38
4_1_cts            0.7791           18.82                30210             31.41
3_5_place_dp       0.4309           17.71                28440             31.42
3_3_place_gp       0.4308           17.71                28440             31.43
2_1_floorplan      0.3279               -                17390             33.64
## routing by layer
| layer | vias to the layer above | wire, µm | global-route usage [%] |
|---|---|---|---|
| met5 | - | 40 | 0 |
| met4 | 6 | 2771 | 2.216 |
| met3 | 179 | 16220 | 7.621 |
| met2 | 859 | 69340 | 25.82 |
| met1 | 9890 | 52600 | 17.60 |
| li1 | 9211 | - | - |
Power figures rest on the tool's default switching activity, not on a simulated workload.
